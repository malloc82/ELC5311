===== ./run.sh =====
#!/bin/bash
# OpenROAD 26Q1-2900-gdf79404cd8, Yosys 0.63+post, stock flow scripts
make -C /OpenROAD-flow-scripts/flow DESIGN_CONFIG=/design/flow/config.mk WORK_HOME=/design/flow/orfs finish

===== ./config.mk =====
export PLATFORM = sky130hd
export DESIGN_NAME = Barrel_Shift_R_Gen
export DESIGN_NICKNAME = Barrel_Shift_R_Gen
export VERILOG_FILES = /design/flow/design.v
export SDC_FILE = /design/flow/constraint.sdc
export NUM_CORES = 4
export LEC_CHECK = 1
export CORE_AREA = 10 10 70 70
export DIE_AREA = 0 0 80 80

===== ./constraint.sdc =====
current_design Barrel_Shift_R_Gen

set clk_period 2.5
set clk_io_pct 0.2

create_clock -name clk0 -period $clk_period

set non_clock_inputs [all_inputs -no_clocks]
set_input_delay [expr $clk_period * $clk_io_pct] -clock clk0 $non_clock_inputs
set_output_delay [expr $clk_period * $clk_io_pct] -clock clk0 [all_outputs]

===== ./design.v =====
module Barrel_Shift_R_Gen#(
    parameter ADDRESS_BITS = 3
    )(
    input  wire[ADDRESS_BITS-1:0] amt,
    input  wire[2**ADDRESS_BITS-1:0] num,
    output wire[2**ADDRESS_BITS-1:0] shifted
    );
    parameter WIDTH = 2**ADDRESS_BITS;
    wire[WIDTH-1:0] intermediate[ADDRESS_BITS:0];
    assign intermediate[0] = num;
    assign shifted         = intermediate[ADDRESS_BITS];
    genvar i;
    generate
       for(i=0;i<ADDRESS_BITS;i=i+1) begin: barrel_gen
          assign intermediate[i+1] = amt[i] ? {intermediate[i][2**i-1:0],intermediate[i][WIDTH-1:2**i]} : intermediate[i];
       end
    endgenerate
endmodule

==> impl_metrics.py <==
# Auto-generated metrics
metrics = {
    "outcome": {
        "status": "finished, final reports clean",
    },
    "synthesis": {
        "netlist_area_um2": 327,
        "synth-warning-count": 1,
        "syn_inst": 19,
        "ys_seq_share_pct": 0,
        "yosysCellCount": 19,
        "syn_area_per_cell_um2": 17.2,
        "yosysUniqueCellTypes": 4,
        "yosys_area_um2": 327,
    },
    "drt": {
        "avgRoutedWirePerCell_um": 11.3,
        "drc": 0,
        "antennaDiodeCount": 0,
        "drtAntennaViolNets": 0,
        "dr.pass1.iters": 2,
        "vias_per_cell": 3.34,
        "drt-total-wl_um": 983,
        "vias": 291,
        "drt-initial-drc-count": 1,
    },
    "final_layout": {
        "drive_gt1_share_pct": 53.7,
        "clock_buffers": 0,
        "seq_area_um2": 0,
        "seq_cells": 0,
        "area_growth_pct": 79.3,
    },
    "critical_path": {
        "path_max_fanout": 8,
        "crit_chain": "clkdlybuf4s15_1 -> buf_6 -> buf_6 -> mux4_2 -> mux2_4 -> dlygate4sd2_1",
        "critPathLaunchType": "input pin",
        "path_class": "in2out",
        "cp-end-kind": "output port",
        "cp_slowest_cell": "mux4_2",
        "cp.arrival_ns": 1.92,
        "max_stage_delay_ns": 0.49,
        "crit_top_cell": "buf_6",
        "cp.required_ns": 2.00,
    },
    "timing": {
        "drv_slew": 0,
        "worst_pin_slew_ns": 0.491,
        "rsz0062_at_grt": "no",
        "fmax_mhz": 413,
        "timing.setup.tns_ns": 0,
        "period_needed_ns": 2.42,
        "worst_hold_slack_ns": 1.82,
        "setup_viol": 0,
        "relSlewSlack_pct": 67.3,
        "hold_viol_final": 0,
        "period_used_pct": 97.0,
    },
    "global_route": {
        "grt_pass1_wl_um": 1610,
        "grt_max_degree": 9,
        "grt_use_total_pct": 3.05,
        "overflow": 0,
        "first_global_vias": 328,
        "antenna_found_initial": 0,
    },
    "power_and_ir_drop": {
        "vdd_drop_max_mv": 0.0660,
        "p_per_area_nw_per_um2": 189,
        "power_uw": 111,
        "p_leak_uw": 0.000246,
    },
    "placement": {
        "gp_congestion": 0.797,
        "portBuffers": 19,
    },
    "floorplanning": {
        "die_x_um": 80,
        "core_um2": 3420,
        "io_pins": 19,
        "num_rows": 21,
        "die_h_um": 80,
        "die-area_um2": 6400,
        "initCoreUtil_pct": 9.56,
    },
    "flow_run": {
        "warning_count": 32,
        "maxCapViolCount": 0,
    },
    "min_path": {
        "min_to": "shifted[6]",
        "hp-start": "amt[0]",
        "whs_path_depth": 3,
        "hold_class": "in2out",
    },
}
==> critical path, delay by kind of cell <==
family   cells  cell delay (ns)
buf+inv      4             0.66
mux          2             0.76
==> metal layers <==
| metal | GRT usage [%] | wire, um | share of wire [%] |
|---|---|---|---|
| met1 | 5.49 | 586 | 60 |
| met2 | 2.89 | 245 | 25 |
| met3 | 1.59 | 151 | 15 |
| met4 | 0 | 0 | 0 |
| met5 | 0 | 0 | 0 |
==> logic make-up (layout without fill, tap and decap cells) <==
group / after synthesis / after routing / share of synthesized area, %
buffers and inverters: 3 / 25 / 8.04
muxes: 16 / 16 / 92.0
==> how the worst max path moves through the flow <==
stage                  start          to  cells past startpoint
after CTS             amt[2]  shifted[7]                      6
after global routing  amt[2]  shifted[5]                      6
final                 amt[2]  shifted[5]                      6
==> layout by cell type (no fill, tap or decap) <==
| cell | Yosys | final |
|---|---|---|
| buf_4 | 0 | 3 |
| buf_6 | 2 | 3 |
| clkdlybuf4s15_1 | 0 | 4 |
| dlygate4sd2_1 | 0 | 15 |
| mux2_4 | 0 | 8 |
| mux4_2 | 0 | 8 |
==> area by class of cell <==
| cell class | count | area (um2) |
|---|---|---|
| fill | 395 | 2830 |
| timing repair buffer | 25 | 228 |
| tap | 46 | 57.6 |
| multi-input combinational | 16 | 300 |
==> where the power goes <==
| group | total, uW | switching, uW | internal [uW] |
|---|---|---|---|
| logic | 111 | 34.2 | 76.5 |
| registers | 0 | 0 | 0 |
| clock network | 0 | 0 | 0 |
| total | 111 | 34.2 | 76.5 |
==> cells in the mapped netlist <==
cell type | instances | area [um2]
mux2_2 | 8 | 90.1
mux4_1 | 8 | 210
buf_6 | 2 | 22.5
buf_1 | 1 | 3.75
==> stage by stage <==
step	cells	worst slack, ns	util (%)	instance area [um2]
global route	87	0.00676	17.1	586
floorplan	19	0.595	-	327
finish	87	0.0761	17.1	586
global placement	83	-0.418	16.5	563
detailed placement	83	-0.434	16.5	563
CTS	87	0.00531	16.9	578
==> what timing repair did <==
action | in CTS | in global routing
setup buffers | 4 | 0
hold buffers | 0 | 0
gates cloned | 0 | 0
endpoints found under the setup margin | 8 | 3
gates resized | 38 | 4
Power figures rest on the tool's default switching activity, not on a simulated workload.
