$ cat flow/run.sh
#!/bin/bash
# OpenROAD 26Q1-2900-gdf79404cd8, Yosys 0.63+post, stock flow scripts
make -C /OpenROAD-flow-scripts/flow DESIGN_CONFIG=/design/flow/config.mk WORK_HOME=/design/flow/orfs finish
$ cat flow/config.mk
export PLATFORM = sky130hd
export DESIGN_NAME = pass_through
export DESIGN_NICKNAME = pass_through
export VERILOG_FILES = /design/flow/design.v
export SDC_FILE = /design/flow/constraint.sdc
export NUM_CORES = 4
export LEC_CHECK = 1
export CORE_UTILIZATION = 30
$ cat flow/constraint.sdc
current_design pass_through

set clk_period 7.6
set clk_io_pct 0.2

create_clock -name clk0 -period $clk_period [get_ports {mclk}]

set non_clock_inputs [all_inputs -no_clocks]
set_input_delay [expr $clk_period * $clk_io_pct] -clock clk0 $non_clock_inputs
set_output_delay [expr $clk_period * $clk_io_pct] -clock clk0 [all_outputs]
$ cat flow/design.v
module Barrel_Shift_Gen#(
    parameter ADDRESS_BITS = 3,
              LEFT         = 0,
              RIGHT        = 0
    )(
    input  wire[ADDRESS_BITS-1:0] amt,
    input  wire[2**ADDRESS_BITS-1:0] num,
    output wire[2**ADDRESS_BITS-1:0] shifted
    );
    parameter WIDTH = 2**ADDRESS_BITS;
    wire[WIDTH-1:0] intermediate[ADDRESS_BITS:0];
    assign intermediate[0] = num;
    assign shifted         = intermediate[ADDRESS_BITS];
    genvar i;
    generate
       if (LEFT == 1)
         for(i=0;i<ADDRESS_BITS;i=i+1) begin: barrel_l_gen
            assign intermediate[i+1] = amt[i] ? {intermediate[i][WIDTH-2**i-1:0],intermediate[i][WIDTH-1:WIDTH-2**i]} : intermediate[i];
         end
       else if (RIGHT == 1)
         for(i=0;i<ADDRESS_BITS;i=i+1) begin: barrel_r_gen
            assign intermediate[i+1] = amt[i] ? {intermediate[i][2**i-1:0],intermediate[i][WIDTH-1:2**i]} : intermediate[i];
         end
    endgenerate
endmodule
`timescale 1ns / 1ps
module counter #(parameter BITS=20)
   (input                 clk,
    input                 reset,
    output reg [BITS-1:0] count
    );
   initial
     count <=0;
   always @(posedge(clk), posedge(reset))
     if(reset)
       count <= 0;
     else
       count <= count+1;
endmodule
module debounce
   (
    input wire clk, reset,
    input wire sw,
    output reg db_level, db_tick
   );
   localparam  [1:0]
               zero  = 2'b00,
               wait0 = 2'b01,
               one   = 2'b10,
               wait1 = 2'b11;
   localparam N=21;
   reg [N-1:0] q_reg, q_next;
   reg [1:0] state_reg, state_next;
    always @(posedge clk, posedge reset)
       if (reset)
          begin
             state_reg <= zero;
             q_reg <= 0;
          end
       else
          begin
             state_reg <= state_next;
             q_reg <= q_next;
          end
   always @*
   begin
      state_next = state_reg;    
      q_next = q_reg;            
      db_tick = 1'b0;            
      case (state_reg)
         zero:
            begin
               db_level = 1'b0;
               if (sw)
                  begin
                     state_next = wait1;
                     q_next = {N{1'b1}};  
                  end
            end
         wait1:
            begin
               db_level = 1'b0;
               if (sw)
                  begin
                     q_next = q_reg - 1;
                     if (q_next==0)
                        begin
                           state_next = one;
                           db_tick = 1'b1;
                        end
                  end
               else  
                  state_next = zero;
            end
         one:
            begin
               db_level = 1'b1;
               if (~sw)
                  begin
                     state_next = wait0;
                     q_next = {N{1'b1}};  
                  end
            end
         wait0:
            begin
               db_level = 1'b1;
               if (~sw)
                  begin
                     q_next = q_reg - 1;
                     if (q_next==0)
                        state_next = zero;
                  end
               else  
                  state_next = one;
            end
         default: state_next = zero;
      endcase
   end
endmodule
`timescale 1ns / 1ps
module pass_through
  (input [7:0]      sw,
   input            mclk,
   input            reset,
   input [2:0]      btn,
   output [7:0]     led,
   output [0:6]     seg,
   output           dp,
   output reg [3:0] an
   );
   reg [3:0]        value;
   reg [7:0]        shift_reg, shift_next,
                    result_reg, result_next;
   reg              start, start_next;
   wire [7:0]       right_shifted, left_shifted;
   wire [25:0]      count;
   wire             btn_0,
                    btn_1,
                    btn_2;
   assign led = shift_reg;
   debounce btn_0_db (.clk(mclk), .reset(reset), .sw(btn[0]), .db_level(), .db_tick(btn_0));
   debounce btn_1_db (.clk(mclk), .reset(reset), .sw(btn[1]), .db_level(), .db_tick(btn_1));
   debounce btn_2_db (.clk(mclk), .reset(reset), .sw(btn[2]), .db_level(), .db_tick(btn_2));
   sseg_driver my_sseg_conv(.num(value),
                            .sseg(seg),
                            .dp(dp)
                            );
   counter #(26) my_timer(.clk(mclk),
                          .reset(0),
                          .count(count)
                          );
   Barrel_Shift_Gen #(.ADDRESS_BITS(3), .RIGHT(1))
   right_shifter (.num(result_reg),
                  .amt(sw[2:0]),
                  .shifted(right_shifted)
                  );
   Barrel_Shift_Gen #(.ADDRESS_BITS(3), .LEFT(1))
   left_shifter (.num(result_reg),
                 .amt(sw[2:0]),
                 .shifted(left_shifted)
                 );
   always @(posedge mclk, posedge reset)
     begin
        if (reset)
          begin
             start      <= 1'b0;
             result_reg <= 8'h00;
             shift_reg  <= 8'h00;
          end
        else
          begin
             start      <= start_next;
             result_reg <= result_next;
             shift_reg  <= shift_next;
          end
     end
   always @*
     begin
        value       <= 4'h0;
        an          <= 4'b1111;
        start_next  <= start;
        result_next <= result_reg;
        shift_next  <= shift_reg;
        case(count[19:18])
          2'b00: begin
             value <= sw[3:0];
             an    <= 4'b1110;
          end
          2'b01: begin
             value <= sw[7:4];
             an    <= 4'b1101;
          end
          2'b10: begin
             value <= result_reg[3:0];
             an    <= 4'b1011;
          end
          2'b11: begin
             value <= result_reg[7:4];
             an    <= 4'b0111;
          end
        endcase  
        case({btn_2, btn_1, btn_0})
          3'b000: begin
             if (start)
               result_next <= shift_reg;
          end
          3'b100: begin
             result_next <= sw;
             start_next  <= 1'b0;
          end
          3'b010: begin
             shift_next <= left_shifted;
             start_next <= 1'b1;
          end
          3'b001: begin
             shift_next <= right_shifted;
             start_next <= 1'b1;
          end
        endcase  
     end
endmodule
`timescale 1ns / 1ps
module sseg_driver(
    input [3:0] num,
    output reg [0:6] sseg,
    output dp
    );
    assign dp = 1;
    always@* begin
        case(num)
        0:       sseg <= 7'b0000001;
        1:       sseg <= 7'b1001111;
        2:       sseg <= 7'b0010010;
        3:       sseg <= 7'b0000110;
        4:       sseg <= 7'b1001100;
        5:       sseg <= 7'b0100100;
        6:       sseg <= 7'b0000010;
        7:       sseg <= 7'b0001111;
        8:       sseg <= 7'b0000000;
        9:       sseg <= 7'b0001100;
        10:      sseg <= 7'b0001000;
        11:      sseg <= 7'b1100000;
        12:      sseg <= 7'b0110001;
        13:      sseg <= 7'b1000010;
        14:      sseg <= 7'b0110000;
        default: sseg <= 7'b0111000;
        endcase
    end
endmodule
==> results.toml <==
# yosys + openroad results
[yosys]
syn_avg_cell_area_um2 = 9.04
synth.ff_latch_count = 112
yosys.stat.chipArea_um2 = 7360
synth.yosys.warnings = 7
synth.cell_area_um2 = 7360
synthesis.instances = 814
yosysUniqueCellTypes = 81
part_of_the_yosys_area_used_for_sequential_elements_pct = 36.8
dominantRegCellSynth = "dfrtp_1"
synth_async_sr_flop_share_pct = 82.1
synth.yosys.num_cells = 814
edf_count = 0

[worst_setup_path]
r2r_start = "btn_2_db.q_reg[1]"
timing.critical_path.fanout_max = 18
critical_path_max_stage_delay_ns = 0.80
setup.worst_path.class = "in -> out"
cp.required_ns = 6.08
critPathCaptureType = "output pin"
critical_path.cell_chain = "clkdlybuf4s50_1 > mux4_2 > or2_2 > o21ai_0 > clkdlybuf4s50_1"
cp_top_family = "buffers and inverters"
timing.critical_path.from_type = "input port"
crit_path_start = "sw[2]"
cp_data_arrival_time_ns = 4.16
cp_num_buf_inv = 2
cp_slowest_cell = "clkdlybuf4s50_1"
critical-path-top-cell-by-count = "clkdlybuf4s50_1"

[route]
wirelength_mm = 16.6
via_count = 5953
ant_nets = 0
drc_errors = 0
drt-vias-per-instance = 5.22
antenna-diode-count = 0
drt-pass1-iter-count = 6
detailedRoute.firstIterationViolations = 332
routedWlPerCell_um = 14.5

[clock_network]
cts.repair.resized = 0
worst_setup_hold_path_clk_slew_ns = 0.08
ctsLongestPathBuffers = 2
cts_tree = "done"
cts_root_buf = "clkbuf_16"
clk-insertion-delay-late_ns = 0.36
htree_num_levels = 3
clock_sink_count = 112
post_cts_setup_repair_bufs = 0
numCtsBuffers = 9
holdBufCountCts = 0

[power_and_ir_drop]
pwr_density_cell_nw_per_um2 = 161
p_leak_nw = 2.70
vdd.ir_drop.worst_v = 0.000106

[outcome]
status = "finished, final reports clean"

[worst_hold_path]
hold_class = "reg -> reg"
min-delay-start = "my_timer.count[0]"

[sta]
worstMarginPinSlew_ns = 0.803
unrepaired_setup_endpoints_after_global_routing = "no"
max_freq_mhz = 176
clock-skew-final_ns = 0.00636
drv_slew = 0
finalClockPeriodUsage_pct = 74.8
fin_setup_tns_ns = 0
setup_viol_count_final = 0
finalHoldViolations = 0
fin_hold_ws_ns = 0.407
period_needed_ns = 5.68
relative_max_transition_margin_pct = 46.1

[run]
warning_count = 32
maxCapViolations = 0

[placement]
finalWeightedCongestion = 0.853
port_buffers = 31
place.detailed.hpwl_mm = 11.5

[final_layout]
fillCellCount = 2355
area_growth_syn_to_layout_pct = 11.7
drive_above_1_share_pct = 14.8

[die]
core_area_um2 = 23800
dieWidth_um = 159
num_io_pins = 33
chipArea_um2 = 25100
floorplanUtilization_pct = 31.0
fp-row-count = 56
die_height_um = 159

[global_routing]
number_of_global_route_vias_before_repair = 5438
overflow = 0
grt_start_max_net_pins = 48
grt_antenna_before_repair = 0
grt.total_usage_pct = 13.8
grt_pass1_wl_mm = 27.3
where the power goes:
| part | internal, W | leakage [nW] | switching, W | total (W) |
|---|---|---|---|---|
| combinational | 0.0000720 | 1.44 | 0.000110 | 0.000182 |
| sequential | 0.000623 | 1.11 | 0.0000460 | 0.000669 |
| clock | 0.000230 | 0.143 | 0.000240 | 0.000470 |
area by class of cell:
class	count	area, um^2	area share, %
multi-input cells	633	4350	53.0
flip-flops and latches	112	2710	33.0
well taps	319	399	4.86
repair buffers	42	393	4.78
clock buffers	9	225	2.74
inverters	19	73.8	0.899
clock inverters	7	61.3	0.746
Yosys cell counts, types with 8 or more instances:
cell,n,area share (%)
nor3_1,25,1.7
nand4_1,17,1.4
mux4_2,20,6.1
o22ai_1,10,0.85
mux2_2,18,2.8
o21ai_0,38,2.6
nor4_1,16,1.4
dfxtp_1,20,5.4
dfrtp_1,89,30
inv_1,19,0.97
o21bai_1,8,0.82
a31oi_1,20,1.7
xnor2_1,22,2.6
xor2_1,10,1.2
ha_1,12,2.0
clkbuf_1,34,1.7
buf_2,13,0.88
a2bb2oi_2,8,1.6
nand2_1,56,2.9
a21oi_1,85,5.8
or2_2,13,1.1
nand3_1,20,1.4
and3_1,10,0.85
o31ai_1,8,0.82
o21ai_1,11,0.75
nor2_1,89,4.5
or3_1,11,0.94
metal layers:
layer  vias up  global-route usage [%]  wire length (um)
li1       3005                       -                 -
met1      2821                    20.5              8040
met2       107                    21.7              7640
met3        20                    2.52               642
met4         0                    2.11               272
met5         -                       0                 0
kinds of logic after synthesis:
family,synth area share [%]
adder cells (fa/ha/maj),2.04
AND-OR/OR-AND,19.1
buffers and inverters,4.01
XOR/XNOR,4.25
other,0.0510
AND/OR/NAND/NOR,24.5
flip-flops,36.8
multiplexers,9.29
worst paths after layout:
path,end,slack [ns],depth (start not counted)
max,seg[5],1.92,5
max in group asynchronous,btn_2_db.q_reg[17],4.97,3
min in group asynchronous,btn_0_db.q_reg[6],1.58,2
min reg2reg,my_timer.count[0],0.41,1
max reg2reg,result_reg[1],4.12,10
min,my_timer.count[0],0.41,1
worst reg2reg max path, stage by stage, from the launching register on:
cell	delay (ns)
dfrtp_1	0.46
inv_1	0.13
ha_1	0.30
or3b_2	0.49
nor4b_1	0.52
xnor2_1	0.23
nand4_1	0.19
nor3b_2	0.38
nand2b_1	0.30
o22ai_1	0.30
a2bb2oi_2	0.08
through the flow:
step	power (W)	utilization [%]	cell area (um^2)	cells	setup WS (ns)
after floorplan	0.000806	-	7360	814	2.82
after global placement	0.000861	33.4	7930	1125	1.87
after detailed placement	0.000863	33.4	7930	1125	1.90
after CTS	0.00134	34.6	8210	1141	1.89
after global routing	0.00139	34.6	8210	1141	1.81
final	0.00132	34.6	8210	1141	1.92
placed cells by master (no fill, tap or decap), types with 4 or more instances in the layout:
cell and n:
o22ai_1 10, o21bai_1 8, or3_1 11, o21a_1 6
o21ai_0 38, dfxtp_1 20, mux2_2 18, a31oi_1 20
nand3_1 20, ha_1 12, nor2_1 89, nor4_2 6
o21ai_1 11, xnor2_1 22, inv_1 18, a2bb2oi_2 8
and3_1 10, nand2b_1 7, nand2_2 4, a21oi_1 85
nor4_1 16, xor2_1 10, or2_2 13, nand2_1 56
clkbuf_16 9, dfrtp_1 89, nand4_1 17, buf_4 11
nor2b_1 6, o31ai_1 8, clkdlybuf4s50_1 31, mux4_2 20
nor3_1 25, nor4b_1 6
Power figures rest on the tool's default switching activity, not on a simulated workload.
